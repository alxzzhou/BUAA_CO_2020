==> /design/flow/design.v <==
`timescale 1ns / 1ps
 module CU(
	input [31:0] Instr,
	output [4:0] rs,
   output [4:0] rt,
   output [4:0] rd,
   output [15:0] Imm16,
   output [25:0] Imm26,
	output EXTOp,
	output [2:0] NPCOp,
	output [2:0] CMPOp,
	output [3:0] ALUOp,
	output [2:0] ALUASrc,
	output [2:0] ALUBSrc,
	output [2:0] DMOp,
	output DMWrite,
	output [4:0] WBDst,
	output WBWrite,
	output [1:0] WBSrc,
	output load,
	output store,
	output calc_R,
	output calc_I,
	output j_reg,
	output j_addr,
	output j_link,
	output branch,
	output shift_s,
	output shift_v,
	output md,mf,mt,
	output [3:0] HLOp
    );
	assign rs = Instr[25:21],
          rt = Instr[20:16],
          rd = Instr[15:11];
   assign Imm16 = Instr[15:0];
   assign Imm26 = Instr[25:0];
	wire [5:0]	OpCode=Instr[31:26],
					Funct=Instr[5:0];
	assign	load		=lw | lh | lhu | lbu | lb;
	assign	store		=sw | sh | sb;
	assign	branch	=beq | bne | blez | bgtz | bgez | bltz;
	assign	calc_R	=add | addu | sub | subu | slt | sltu |
							 sll | sllv | srl | srlv | sra | srav |
							 AND | OR | XOR | NOR;
	assign	calc_I	=addi | addiu | andi | ori | xori |
							 slti | sltiu | lui;
	assign	j_reg		=jr | jalr;
	assign	j_addr	=j | jal;
	assign	j_link	=jal | jalr;
	assign 	shift_s	=sll | srl | sra;
	assign	shift_v	=sllv | srlv | srav;
	assign 			md = mult | multu | div | divu;
   assign 			mt = mtlo | mthi;
   assign 			mf = mflo | mfhi;
	 wire lb    = (OpCode == 6'b100000);
    wire lbu   = (OpCode == 6'b100100);
    wire lh    = (OpCode == 6'b100001);
    wire lhu   = (OpCode == 6'b100101);
    wire lw    = (OpCode == 6'b100011);
    wire sb    = (OpCode == 6'b101000);
    wire sh    = (OpCode == 6'b101001);
    wire sw    = (OpCode == 6'b101011);
    wire addi  = (OpCode == 6'b001000);
    wire addiu = (OpCode == 6'b001001);
    wire andi  = (OpCode == 6'b001100);
    wire beq   = (OpCode == 6'b000100);
    wire bgtz  = (OpCode == 6'b000111);
    wire blez  = (OpCode == 6'b000110);
    wire bgez  = (OpCode == 6'b000001 && rt == 5'b00001);
    wire bltz  = (OpCode == 6'b000001 && rt == 5'b00000);
    wire bne   = (OpCode == 6'b000101);
    wire j     = (OpCode == 6'b000010);
    wire jal   = (OpCode == 6'b000011);
    wire ori   = (OpCode == 6'b001101);
    wire slti  = (OpCode == 6'b001010);
    wire sltiu = (OpCode == 6'b001011);
    wire xori  = (OpCode == 6'b001110);
    wire lui 	= (OpCode == 6'b001111);
    wire add   = (OpCode == 6'b000000 && Funct == 6'b100000);
    wire addu  = (OpCode == 6'b000000 && Funct == 6'b100001);
    wire AND   = (OpCode == 6'b000000 && Funct == 6'b100100);
    wire div   = (OpCode == 6'b000000 && Funct == 6'b011010);
    wire divu  = (OpCode == 6'b000000 && Funct == 6'b011011);
    wire jalr  = (OpCode == 6'b000000 && Funct == 6'b001001);
    wire jr    = (OpCode == 6'b000000 && Funct == 6'b001000);
    wire mfhi  = (OpCode == 6'b000000 && Funct == 6'b010000);
    wire mflo  = (OpCode == 6'b000000 && Funct == 6'b010010);
    wire mthi  = (OpCode == 6'b000000 && Funct == 6'b010001);
    wire mtlo  = (OpCode == 6'b000000 && Funct == 6'b010011);
    wire mult  = (OpCode == 6'b000000 && Funct == 6'b011000);
    wire multu = (OpCode == 6'b000000 && Funct == 6'b011001);
    wire NOR   = (OpCode == 6'b000000 && Funct == 6'b100111);
    wire OR    = (OpCode == 6'b000000 && Funct == 6'b100101);
    wire sll   = (OpCode == 6'b000000 && Funct == 6'b000000);
    wire sllv  = (OpCode == 6'b000000 && Funct == 6'b000100);
    wire slt   = (OpCode == 6'b000000 && Funct == 6'b101010);
    wire sltu  = (OpCode == 6'b000000 && Funct == 6'b101011);
    wire sra   = (OpCode == 6'b000000 && Funct == 6'b000011);
    wire srav  = (OpCode == 6'b000000 && Funct == 6'b000111);
    wire srl   = (OpCode == 6'b000000 && Funct == 6'b000010);
    wire srlv  = (OpCode == 6'b000000 && Funct == 6'b000110);
    wire sub   = (OpCode == 6'b000000 && Funct == 6'b100010);
    wire subu  = (OpCode == 6'b000000 && Funct == 6'b100011);
    wire XOR   = (OpCode == 6'b000000 && Funct == 6'b100110);
	assign NPCOp =	branch?	3'd1:
						j_reg?	3'd3:
						j_addr?	3'd2:
						3'd0;
	assign EXTOp =	(addi | addiu | slti | sltiu | load | store)?	1'd0:
						1'd1;
	assign CMPOp =	beq?	3'd0:
						bne?	3'd1:
						blez?	3'd2:
						bgtz?	3'd3:
						bltz?	3'd4:
						0;
	assign ALUOp =	(subu | sub)?		4'd1:
						(addu | addu)?		4'd0:
						(ori | OR)?			4'd3:
						lui?					4'd11:
						(XOR | xori)?		4'd4:
						NOR?					4'd5:
						(sll | sllv)?		4'd6:
						(srl | srlv)? 		4'd7:
						(sra | srav)?		4'd8:
						(slt | slti)?		4'd9:
						(sltu | sltiu)? 	4'd10:
						4'd0;
	assign ALUASrc = (shift_s | shift_v)?	3'd1:
														3'd0;
	assign ALUBSrc =	(calc_I | load | store)?	3'd3:
							shift_v?							3'd4:
							shift_s?							3'd5:
							(calc_I && !shift_s && !shift_v)?
																3'd2:
																3'd2;
	assign HLOp	=	mult ? 4'd2 :
						multu ? 4'd3 :
						div ? 4'd4 :
						divu ? 4'd5 :
						mflo ? 4'd6 :
						mfhi ? 4'd8 :
						mtlo ? 4'd7 :
						mthi ? 4'd9 :
						4'd1;
	assign DMOp=	(lw | sw)?	3'b000:
						(lh | sh)?	3'b001:
						lhu?			3'b010:
						(lb | sb)?	3'b011:
						lbu?			3'b100:
										3'b000;
	assign DMWrite = store;
	assign WBDst=	(calc_R | jalr)?		rd:
						(calc_I | load)?		rt:
						(jal)?					5'd31:
						5'd0;
	assign WBWrite = calc_I | calc_R | load | j_link;
	assign WBSrc=	load?		2'd0:
						(jal | jalr)?		2'd2:
						2'd1;
endmodule
`timescale 1ns / 1ps
module SU(
    input [31:0] D_Instr,
    input [31:0] E_Instr,
    input [31:0] M_Instr,
    output stall
    );
	wire D_calc_R,D_calc_I,D_load,D_store,D_j_reg,D_branch;
	wire [4:0] D_rs,D_rt;
	CU _D_CU(
		.Instr		(D_Instr),
		.rt			(D_rt),
		.rs			(D_rs),
		.calc_R		(D_calc_R),
		.calc_I		(D_calc_I),
		.load			(D_load),
		.store		(D_store),
		.j_reg		(D_j_reg),
		.branch		(D_branch));
	wire [4:0] D_rt_ = (D_calc_I)? 5'd0:D_rt;
	wire [2:0] T_use_rs = 	(D_branch | D_j_reg)?	3'd0:
							(D_calc_R | D_calc_I | D_load | D_store)?	3'd1:
							3'd0;
	wire [2:0] T_use_rt = 	D_branch?	3'd0:
							D_calc_R?	3'd1:
							D_store?		3'd2:
							3'd0;
	wire E_calc_R,E_calc_I,E_load,E_WBWrite;
	wire [4:0] E_WBDst;
	CU _W_CU(
		.Instr		(E_Instr),
		.calc_R		(E_calc_R),
		.calc_I		(E_calc_I),
		.load			(E_load),
		.WBWrite		(E_WBWrite),
		.WBDst		(E_WBDst));
	wire [2:0] T_new_E =	(E_calc_R | E_calc_I)?3'd1:
								E_load?	3'd2:
								3'd0;
	wire M_load,M_calc_I,M_calc_R,M_WBWrite;
	wire [4:0] M_WBDst;
	CU _M_CU(
		.Instr		(M_Instr),
		.calc_I		(M_calc_I),
		.calc_R		(M_calc_R),
		.WBWrite		(M_WBWrite),
		.load			(M_load),
		.WBDst		(M_WBDst));
	wire [2:0] T_new_M =	M_load? 3'd1:
								3'd0;
	wire stall_rs_E =	(T_use_rs < T_new_E) && 
							(D_rs != 0 && D_rs == E_WBDst) &&
							E_WBWrite;
	wire stall_rs_M = (T_use_rs < T_new_M) && 
							(D_rs != 0 && D_rs == M_WBDst) &&
							M_WBWrite;
	wire stall_rs = stall_rs_E | stall_rs_M;
	wire stall_rt_E =	(T_use_rt < T_new_E) && 
							(D_rt_ != 0 && D_rt_ == E_WBDst) &&
							E_WBWrite;
	wire stall_rt_M = (T_use_rt < T_new_M) && 
							(D_rt_ != 0 && D_rt_ == M_WBDst) &&
							M_WBWrite;
	wire stall_rt = stall_rt_E | stall_rt_M;
	assign stall = (stall_rs | stall_rt == 1)?1:0;
endmodule
==> /design/flow/run.sh <==
#!/bin/bash
# OpenROAD 26Q1-2900-gdf79404cd8, Yosys 0.63+post, stock flow scripts
make -C /OpenROAD-flow-scripts/flow DESIGN_CONFIG=/design/flow/config.mk WORK_HOME=/design/flow/orfs finish
==> /design/flow/config.mk <==
export PLATFORM = sky130hd
export DESIGN_NAME = SU
export DESIGN_NICKNAME = SU
export VERILOG_FILES = /design/flow/design.v
export SDC_FILE = /design/flow/constraint.sdc
export NUM_CORES = 4
export LEC_CHECK = 1
export CORE_AREA = 10 10 101 101
export DIE_AREA = 0 0 111 111
==> /design/flow/constraint.sdc <==
current_design SU

set clk_period 4.0
set clk_io_pct 0.2

create_clock -name clk0 -period $clk_period

set non_clock_inputs [all_inputs -no_clocks]
set_input_delay [expr $clk_period * $clk_io_pct] -clock clk0 $non_clock_inputs
set_output_delay [expr $clk_period * $clk_io_pct] -clock clk0 [all_outputs]
==> tab_implementation.tex <==
% Generated from flow reports
\begin{tabular}{lr}
\hline
Metric & Value \\
\hline
\multicolumn{2}{l}{\textbf{Die}} \\
\quad Number of ports placed on the die boundary & 97 \\
\quad Core utilization at floorplan & 11.2\% \\
\quad Width of the chip & 111 um \\
\quad Area of the placeable core & 8130 sq um \\
\quad Die span in y & 111 um \\
\quad Core Rows & 33 \\
\quad Floorplan die area & between 10000 and 15000 sq um \\
\multicolumn{2}{l}{\textbf{Route}} \\
\quad Violation count after the first detailed-route iteration & 66 \\
\quad Count of vias placed by the detailed router & 1534 \\
\quad First-pass DRT Iterations & 4 \\
\quad Drt via density & 4.23 \\
\quad DRC errors left & 0 \\
\quad Antenna diodes & 0 \\
\quad Average wire per cell in the routed design & 12.6 um \\
\quad Number of routed nets with antenna violations & 0 \\
\quad Detailed Route WL & 4590 um \\
\multicolumn{2}{l}{\textbf{Setup path}} \\
\quad Series of cell instances along the critical path & dlygate4sd2\_1 > nor2b\_4 > nor2\_2 > o31a\_4 > buf\_4 > buf\_6 > buf\_4 > a221o\_2 > nor4b\_2 > a31oi\_1 > o22a\_1 > o211ai\_1 > buf\_2 \\
\quad Maximum single-stage delay on the critical path & about 0.39 ns \\
\quad Cell depth of the worst setup path & 13 \\
\quad Element type at the critical path start & primary input \\
\quad Maximum fanout count along the critical path & 3 \\
\quad Cell with the largest stage delay on the worst path & sky130\_fd\_sc\_hd\_\_a221o\_2 \\
\quad WP data required & 3.20 ns \\
\quad Worst setup path category & in2out \\
\quad Endpoint arrival time on the critical path & 3.17 ns \\
\quad Critical Path Sink Type & primary output \\
\quad Dominant cell type by count on the critical path & sky130\_fd\_sc\_hd\_\_buf\_4 \\
\quad CP Buf/Inv Count & 5 \\
\quad CP delay by family, top & AND-OR/OR-AND gates \\
\multicolumn{2}{l}{\textbf{Placement}} \\
\quad Buffers added on ports & 67 \\
\quad Final HPWL DP & between 3000 and 4000 um \\
\quad RD Place Congestion & around 0.84 \\
\multicolumn{2}{l}{\textbf{Final timing}} \\
\quad Setup\_tns & 0 ns \\
\quad RSZ-0062 raised after global routing & yes \\
\quad Cycle use final & 99.1\% \\
\quad Transition time at the pin with the least slew margin & roughly 0.56 ns \\
\quad Final Hold Fails & 0 \\
\quad Achievable frequency & 0.252 GHz \\
\quad Final max-slew violation count & 0 \\
\quad Clock period minus worst slack & 3.97 ns \\
\quad Number of failing setup endpoints in the final timing report & 0 \\
\quad Max\_slew headroom & 62.4\% \\
\multicolumn{2}{l}{\textbf{Global route}} \\
\quad Met3 GRT Util & 1.53\% \\
\quad Grt total ovfl & 0 \\
\quad First-pass GRT wire length & approximately 7500 um \\
\quad Pin count of the biggest net entering global routing & 7 \\
\quad Busiest layer in global routing & met2 \\
\quad Antenna violations before repair & 0 \\
\quad Gr usage total & under 10\% \\
\quad Number of global-route vias before repair & 1569 \\
\quad Met1 track utilization from global routing & around a tenth \\
\quad Global routing met2 resource utilization & 10.8\% \\
\multicolumn{2}{l}{\textbf{Layout}} \\
\quad Final standard cell utilization of the core & between 20 and 30\% \\
\quad Area added between synthesis and finish & 158\% \\
\quad Clock buffers & 0 \\
\quad Most common cell after layout, fill and taps aside & sky130\_fd\_sc\_hd\_\_buf\_4 \\
\quad Number of filler cells placed in the layout & about 840 \\
\quad Area of all sequential standard cells & 0 sq um \\
\quad Footprint of the multi-input gates & 1080 sq um \\
\quad Top library cells by usage in the layout, fill and taps aside & sky130\_fd\_sc\_hd\_\_buf\_4, sky130\_fd\_sc\_hd\_\_clkdlybuf4s50\_1, sky130\_fd\_sc\_hd\_\_dlygate4sd2\_1 \\
\quad Total number of sequential cells & 0 \\
\quad Fraction of final layout cells sized beyond drive strength 1 & 40.3\% \\
\multicolumn{2}{l}{\textbf{Synth}} \\
\quad Synth Seq Share & 0\% \\
\quad Synth warn & 0 \\
\quad Top cells by area & sky130\_fd\_sc\_hd\_\_xnor2\_1, sky130\_fd\_sc\_hd\_\_a221oi\_1, sky130\_fd\_sc\_hd\_\_o21ai\_0 \\
\quad Tally of unique sky130hd cells used after synthesis & 49 \\
\quad Chip Area, Yosys & about 910 sq um \\
\quad Mean area per synthesized cell & 6.97 sq um \\
\quad Area fraction of the dominant cell type after synthesis & 7.67\% \\
\quad Total standard cell area after synthesis & 913 sq um \\
\quad Cell type contributing the most total cell area after synthesis & sky130\_fd\_sc\_hd\_\_xnor2\_1 \\
\quad Number of standard cells reported by yosys & 131 \\
\quad Gate Count Post-Synth & 131 \\
\multicolumn{2}{l}{\textbf{Min path}} \\
\quad Worst min-delay path startpoint & D\_Instr[30] \\
\quad Hold-critical path depth & 8 \\
\quad Sink of the worst hold path & stall \\
\quad Worst min-delay path class & in2out \\
\multicolumn{2}{l}{\textbf{Pwr}} \\
\quad Largest voltage drop on the vdd net & between 30 and 40 uV \\
\quad Static leakage & 1.00 nW \\
\quad Power density over the cells & 82.4 nW/um\^{}2 \\
\multicolumn{2}{l}{\textbf{Outcome}} \\
\quad Run status & completed \\
\multicolumn{2}{l}{\textbf{Run}} \\
\quad Number of warnings the tools reported & between 60 and 70 \\
\quad Max capacitance violation total & 0 \\
\multicolumn{2}{l}{\textbf{Clocking}} \\
\quad CTS hold repair buffers & 0 \\
\hline
\end{tabular}
## through the flow
stage	hold slack [ns]	worst slack, ns	cells	total power [W]	area (sq um)
6_report	2.39	0.0346	363	0.000194	2360
3_5_place_dp	2.89	-0.887	351	0.000174	2080
2_1_floorplan	1.82	0.338	131	0.0000517	913
5_1_grt	2.45	-0.123	363	0.000211	2360
4_1_cts	2.42	0.000574	358	0.000186	2250
3_3_place_gp	2.89	-0.889	351	0.000173	2080
## where the power goes
part	switching, W	internal, W
combinational	0.0000749	0.000119
clock	0	0
sequential	0	0
## timing repair
| item | CTS | global route |
|---|---|---|
| setup buffers | 7 | 5 |
| pin swaps | 14 | 12 |
| gates resized | 68 | 27 |
| endpoints found under the setup margin | 1 | 1 |
## cells by family (layout without fill, tap and decap cells)
group / Yosys count / after routing / share of synthesized area, %
XOR/XNOR: 12 / 12 / 11.5
buffers and inverters: 10 / 137 / 4.66
AND/OR/NAND/NOR: 58 / 58 / 39.6
adder cells (fa/ha/maj): 1 / 1 / 1.37
multiplexers: 1 / 1 / 1.10
AND-OR/OR-AND: 49 / 49 / 41.8
## final cells by class
cell class         count  share of cell area (%)
inverters              8                    1.27
well taps            105                    5.58
repair buffers       129                    47.5
multi-input cells    121                    45.7
## worst max-delay path by stage
stage	startpoint	end
4_1_cts	E_Instr[29]	stall
5_1_grt	E_Instr[30]	stall
6_report	E_Instr[5]	stall
## routing by layer
layer | wire length [um] | share of wire, %
met5 | 0 | 0
met4 | 28 | 0.61
met3 | 312 | 6.8
met2 | 1970 | 43
met1 | 2270 | 50
## synthesized netlist by cell type (2+ instances only)
cell                        count
sky130_fd_sc_hd__nor2_1        10
sky130_fd_sc_hd__nand2_1        9
sky130_fd_sc_hd__o21ai_0        9
sky130_fd_sc_hd__inv_1          8
sky130_fd_sc_hd__xnor2_1        8
sky130_fd_sc_hd__a221oi_1       6
sky130_fd_sc_hd__a2111oi_0      5
sky130_fd_sc_hd__a21oi_1        5
sky130_fd_sc_hd__nand2b_1       5
sky130_fd_sc_hd__nor3_1         4
sky130_fd_sc_hd__nor4_1         4
sky130_fd_sc_hd__nor4b_1        4
sky130_fd_sc_hd__xor2_1         4
sky130_fd_sc_hd__a31oi_1        3
sky130_fd_sc_hd__nor2b_1        3
sky130_fd_sc_hd__or4_1          3
sky130_fd_sc_hd__a211o_1        2
sky130_fd_sc_hd__a21boi_0       2
sky130_fd_sc_hd__a311oi_1       2
sky130_fd_sc_hd__a32o_1         2
sky130_fd_sc_hd__and3_1         2
sky130_fd_sc_hd__nor3b_1        2
sky130_fd_sc_hd__o211ai_1       2
sky130_fd_sc_hd__or2_2          2
No activity file was given, so power comes from the tool's default toggle rates.
