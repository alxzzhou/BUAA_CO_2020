File: ./run.sh
#!/bin/bash
# OpenROAD 26Q1-2900-gdf79404cd8, Yosys 0.63+post, stock flow scripts
make -C /OpenROAD-flow-scripts/flow DESIGN_CONFIG=/design/flow/config.mk WORK_HOME=/design/flow/orfs finish
File: ./config.mk
export PLATFORM = sky130hd
export DESIGN_NAME = D_GRF
export DESIGN_NICKNAME = D_GRF
export VERILOG_FILES = /design/flow/design.v
export SDC_FILE = /design/flow/constraint.sdc
export NUM_CORES = 4
export LEC_CHECK = 1
export CORE_UTILIZATION = 40
File: ./constraint.sdc
current_design D_GRF

set clk_period 12.6
set clk_io_pct 0.2

create_clock -name clk0 -period $clk_period [get_ports {clk}]

set non_clock_inputs [all_inputs -no_clocks]
set_input_delay [expr $clk_period * $clk_io_pct] -clock clk0 $non_clock_inputs
set_output_delay [expr $clk_period * $clk_io_pct] -clock clk0 [all_outputs]
File: ./design.v
`timescale 1ns / 1ps
module D_GRF(
	input [31:0] PC,
    input WE,
    input clk,
    input reset,
    input [4:0] A1,
    input [4:0] A2,
    input [4:0] A3,
    input [31:0] WD,
    output [31:0] RD1,
    output [31:0] RD2
    );
	integer i;
	reg[31:0] REG[0:31];
	assign RD1 = (A1 == A3 && A3 != 0 && WE == 1)? WD:REG[A1];
	assign RD2 = (A2 == A3 && A3 != 0 && WE == 1)? WD:REG[A2];
	initial begin
		for(i=0;i<=31;i=i+1) begin
			REG[i]<=32'd0;
		end
	end
	always@(posedge clk) begin
		if(reset) begin
			for(i=0;i<=31;i=i+1) begin
				REG[i]<=32'd0;
			end
		end
		else if(A3!=0&&WE==1) begin
			REG[A3]<=WD;
		end
	end
endmodule
==> impl_metrics.ini <==
; flow metrics
[sta]
timing_max_transition_violations_final = 0
final_min_period_over_clock_period_pct = 73.7
period_minus_slack_ns = 9.28
slew_headroom_pct = 31.0
tns_ns = 0
max_freq_mhz = 108
finalSetupViolCount = 0
final_hold_viol_count = 0
grt_setup_unrepaired = no
tightestPinTransition_ns = 1.03

[placed_design]
dp_hpwl_um = 98400
gp_congestion = 0.866
placement.io_buffers = 113

[global_route]
use_met2_pct = 41.2
gr-usage-met3_pct = 23.8
number_of_antenna_violations_at_the_first_check_in_global_routing = 8
gr-total-overflow = 0
grt_use_met1_pct = 32.6
vias_in_the_first_global_route = 34700
globalRoute.busiestLayer = met2
grt_max_degree = 97
global_route.usage.total_pct = 28.9
grt_pass1_wl_um = 252000

[synthesis]
register_share_after_synthesis_pct = 56.6
synthDistinctLibCells = 42
ys.flops = 1024
post_synth_instance_area_mm2 = 0.0543
total_cell_area_reported_by_yosys_after_synthesis_mm2 = 0.0543
synthCells = 3494
yosys_cells = 3494
yosysWarningCount = 1
syn_area_per_cell_um2 = 15.6

[cts]
cts-root-to-sink-buffers = 3
tritoncts_clock_tree = built
number_of_hold_repair_buffers_added_at_the_cts_stage = 0
post-cts-setup-buffers = 0
cts_buffers = 109
htree_levels = 3
cts.clk_slew.worst_paths_ns = 0.06
cts_resized = 0
cts.sink_count = 1024
ctsRootBufferMaster = clkbuf_16

[cells_and_area]
combGateArea_mm2 = 0.0218
fill_cells = 11400
syn2layout_area_growth_pct = 11.2
largest_reg_flops = 1024
final_layout_size_suffix_gt1_share_pct = 22.4
reg.largest.list = REG: 1024 flops
regMostFlops = REG
sequential_cell_area_mm2 = 0.0307

[worst_setup_path]
path_class = input pin to primary output
worst_setup_path_start_kind = input pin
crit_path_buf_inv_count = 3
cp_slowest_cell = clkdlybuf4s50_1
cp_most_frequent_cell = clkdlybuf4s50_1
worstSetupEndpointType = primary output
crit_arrival_ns = 6.76
number_of_logic_stages_on_the_critical_path_including_buffering = 7
cp_cell_sequence = clkdlybuf4s50_1 -> or3b_2 -> buf_4 -> o22ai_1 -> or4_1 -> o21ai_1 -> clkdlybuf4s50_1
worstPathRequired_ns = 10.08
cp_max_fo = 23
critical-path-max-stage-delay_ns = 0.98
crit_path_max_delay_family = buffers and inverters

[drt]
route.final.wire_length_um = 180000
firstDrtPassIters = 5
ant_nets = 0
post_drt_via_cell_ratio = 6.03
wl_per_cell_um = 33.5
detail_route.iter0.violations = 1953
drc = 0
num_vias = 32400

[pwr]
internal_power_of_the_cells_uw = 6120
powerDensity_mw_per_mm2 = 133
finalPower_uw = 8050
net-switching-power_uw = 1930
netSwitchingFraction_pct = 23.9
p_leak_uw = 0.0203
p_clk_share_pct = 38.5
seqPwrFrac_pct = 49.9
max-vdd-ir-drop_v = 0.000106
pwr-share-comb_pct = 11.6

[floorplanning]
top_level_ports = 146
floorplan.die_area_mm2 = 0.137
fp-row-count = 134
initial_utilization_pct = 40.5
die_height_um = 371
placeableCoreArea_mm2 = 0.134
chipWidth_um = 371

[hold_path]
hold_path.class = input pin to flop
hold_path_end = REG[0][29]$_SDFFCE_PN0P_
min_path_cells = 1
min-delay-start = reset

[flow_run]
openroad.warnings = 58
max_cap_violations = 0

[outcome]
run_status = finished clean
==> layout by cell type, fill, tap and decap left out, types with 32 or more instances in the layout <==
| cell | instances |
|---|---|
| o21ai_1 | 62 |
| clkdlybuf4s50_1 | 108 |
| nand2_1 | 65 |
| and2_1 | 992 |
| mux4_1 | 72 |
| conb_1 | 32 |
| o22ai_1 | 248 |
| buf_4 | 137 |
| edfxtp_1 | 1024 |
| or4_1 | 63 |
| mux4_2 | 436 |
| clkbuf_16 | 110 |
==> power groups by stage <==
| stage | combinational (uW) | clock, uW | sequential (uW) |
|---|---|---|---|
| CTS | 936 | 3130 | 4020 |
| global route | 983 | 3260 | 4040 |
| finish | 934 | 3100 | 4020 |
==> through the flow <==
step / instances / utilization [%] / hold WS, ns / setup WS (ns) / area, um2
6_report: 5367 / 45.0 / 2.25 / 3.32 / 60400
2_1_floorplan: 3525 / - / 2.72 / 6.09 / 54500
3_5_place_dp: 5161 / 42.5 / 2.97 / 3.39 / 57000
3_3_place_gp: 5161 / 42.5 / 2.96 / 3.42 / 57000
5_1_grt: 5360 / 45.0 / 2.27 / 3.33 / 60400
4_1_cts: 5358 / 45.0 / 2.22 / 3.40 / 60400
==> cell type report <==
cell class,instances,share of cell area (%)
Clock inverter,57,0.808
Multi-Input combinational cell,2114,36.1
Clock buffer,140,4.74
Sequential cell,1024,50.9
Tap cell,1768,3.66
Antenna cell,9,0.0373
Timing Repair Buffer,255,3.79
==> cell families (layout without fill, tap and decap cells) <==
kind of cell              Yosys count  count (layout)  share of synthesized area (%)
DFF                              1024            1024                           56.6
and+or+nand+nor                  1236            1236                           14.0
AOI/OAI and AO/OA                 317             317                           3.54
xor gates and xnor gates           10              10                          0.161
buffers and inverters             387             452                           3.99
muxes                             519             519                           21.8
other                               1              41                        0.00690
==> how the worst max path moves through the flow <==
stage            end   from
CTS           RD2[1]  A2[2]
global route  RD2[1]  A2[2]
finish        RD2[1]  A2[2]
==> cells in the mapped netlist, drive strengths merged <==
library cell	n	area, um2
edfxtp	1024	30700
and2	992	6210
mux4	508	11700
o22ai	248	1550
clkbuf	225	845
buf	162	1320
nand2	69	259
or4	63	473
o21ai	62	310
nor2	38	160
or2	31	194
nand3b	12	90.1
mux2i	11	110
nand3	9	45.0
xnor2	6	52.6
nor2b	5	31.3
nor4	4	25.0
or3b	4	35.0
xor2	4	35.0
or3	3	23.8
o2111a	2	22.5
a21oi	1	5.00
a31oi	1	6.26
and3	1	6.26
conb	1	3.75
nand2b	1	6.26
nand4b	1	8.76
nor3	1	5.00
nor3b	1	7.51
nor4bb	1	10.0
o2111ai	1	8.76
o211ai	1	7.51
o31ai	1	12.5
==> per-layer routing <==
| layer | wire length [um] | up-vias |
|---|---|---|
| met5 | 609 | - |
| met4 | 7630 | 12 |
| met3 | 34300 | 433 |
| met2 | 81800 | 2425 |
| met1 | 55100 | 15800 |
| li1 | - | 13600 |
Power and IR drop assume default switching activity.
